$ cat design/flow/run.sh
#!/bin/bash
# OpenROAD 26Q1-2900-gdf79404cd8, Yosys 0.63+post, stock flow scripts
make -C /OpenROAD-flow-scripts/flow DESIGN_CONFIG=/design/flow/config.mk WORK_HOME=/design/flow/orfs finish
$ cat design/flow/config.mk
export PLATFORM = sky130hd
export DESIGN_NAME = matrix_multiplier
export DESIGN_NICKNAME = matrix_multiplier
export VERILOG_FILES = /design/flow/design.v
export SDC_FILE = /design/flow/constraint.sdc
export NUM_CORES = 4
export LEC_CHECK = 1
export CORE_UTILIZATION = 50
$ cat design/flow/constraint.sdc
current_design matrix_multiplier

set clk_period 9.7
set clk_io_pct 0.2

create_clock -name clk0 -period $clk_period [get_ports {clk}]

set non_clock_inputs [all_inputs -no_clocks]
set_input_delay [expr $clk_period * $clk_io_pct] -clock clk0 $non_clock_inputs
set_output_delay [expr $clk_period * $clk_io_pct] -clock clk0 [all_outputs]
$ cat design/flow/design.v
`timescale 1ns / 1ps
module matrix_multiplier (
    input clk,
    input reset,
    input start,
    input [7:0] in,
    output reg [15:0] o, 
    output reg done
);
 localparam
        IDLE = 2'b00,
        LOAD = 2'b01,
        CALC = 2'b10,
        DONE = 2'b11;
    reg [1:0] state, next_state;
    reg [4:0] count;
    reg [7:0] a[8:0];
    reg [7:0] b[8:0];
    reg [15:0] c[8:0]; 
    integer i, j, k;
    always @(posedge clk or posedge reset) begin
        if (reset) 
            state <= IDLE;
        else 
            state <= next_state;
    end
    always @* begin
        case (state)
            IDLE: begin
                if (start == 0)
                    next_state = IDLE;
                else
                    next_state = LOAD;
            end
            LOAD: begin
                if (count < 18)
                    next_state = LOAD;
                else
                    next_state = CALC;
            end
            CALC: begin
                next_state = DONE;
            end
            DONE: begin
                if (count < 9)
                    next_state = DONE;
                else
                    next_state = IDLE;
            end
            default: next_state = IDLE;
        endcase
    end
    always @(posedge clk or posedge reset) begin
        if (reset) begin
            done <= 0;
            count <= 0;
            o <= 0;
            for (i = 0; i < 9; i = i + 1) begin
                a[i] <= 0;
                b[i] <= 0;
                c[i] <= 0;
            end
        end else begin
            case (state)
                IDLE: begin
                    done <= 0;
                    count <= 0;
                    o <= 0;
                end
                LOAD: begin
                    if (count < 9) begin
                        a[count] <= in;
                    end else begin
                        b[count - 9] <= in;
                    end
                    count <= count + 1;
                end
                CALC: begin
                    for (i = 0; i < 3; i = i + 1) begin
                        for (j = 0; j < 3; j = j + 1) begin
                            c[i * 3 + j] = 0;
                            for (k = 0; k < 3; k = k + 1) begin
                                c[i * 3 + j] = c[i * 3 + j] + (a[i * 3 + k] * b[k * 3 + j]);
                            end
                        end
                    end
                    count <= 0;
                end
                DONE: begin
                    o <= c[count];
                    count <= count + 1;
                    if (count >= 8) begin
                        done <= 1;
                    end
                end
                default: begin
                    done <= 0;
                end
            endcase
        end
    end
endmodule
==> impl_metrics.csv <==
group,metric,value,unit
critical_path,cp-start-kind,"flip-flop",
clock_network,cts_tree,"yes",
synth,yosys.cell_types.count,75,
die,die.size.y,384,um
synth,ff_type,"dfrtp_1",
die,coreArea,144000,um^2
die,fp_util,50.7,%
synth,synthArstFlopShare,100,%
clock_network,insertion_delay,0.63,ns
synth,ys.flops,314,
grt,grt_util_all_layers,36.4,%
clock_network,post_cts_buffers,0,
synth,syn_area,73100,um^2
critical_path,cp.arrival,7.31,ns
synth,yosysMostFrequentCell,"inv_1",
grt,antenna_found_initial,6,
clock_network,numCtsBuffers,45,
synth,top_area_cell,"fa_1",
route,drt_iter0_markers,2601,
critical_path,worstPathRequired,10.18,ns
synth,common_cells,"2005 x inv_1, 1422 x fa_1, 1161 x and2_1, 825 x ha_1, 808 x nand2_1",
synth,syn_inst,7863,
final_timing,max_freq,146,MHz
die,num_io_pins,28,
clock_network,cts_max_level,2,
final_timing,tightest_slew,1.03,ns
critical_path,regToRegSetupSlack,2.87,ns
hold_path,holdCritStartpoint,"state[1]$_DFF_PP0_",
route,vias,50900,
route,firstDrtPassIters,7,
final_timing,finalCriticalPeriod,6.83,ns
route,via_per_inst,5.25,
cells_and_area,design_area,77400,um^2
placed_design,hpwl,181000,um
die,die_area,148000,um^2
final_timing,rsz0062_at_grt,"no",
cells_and_area,fill_cells,13000,
status,outcome,"completed",
route,ant_nets,0,
hold_path,hp-class,"reg2reg",
synth,ys_seq_share,10.7,%
grt,grt_pass1_vias,55000,
clock_network,cts_hold_repair.buffers,0,
cells_and_area,fin_cells,9701,
synth,edf_count,0,
hold_path,hold_depth,1,
job,max_cap_violations,0,
hold_path,whs_endpoint,"state[3]$_DFF_PP0_",
route,drc,0,
critical_path,path_class,"reg2reg",
cells_and_area,synthToLayoutAreaGrowth,5.76,%
clock_network,cts.repair.resized,0,
synth,yosys.area.top_type_share,38.9,%
grt,grt_pass1_wl,360000,um
final_timing,period_used_share,70.5,%
final_timing,slew_viol_final,0,
critical_path,end_kind,"flip-flop",
grt,grt_start_max_net_pins,73,
clock_network,cts_max_path_buffers,3,
final_timing,setup_viol_count_final,0,
final_timing,skew,0.0309,ns
grt,overflow,0,
clock_network,clk_pin_slew,0.06,ns
critical_path,reg2reg_from,"b[0][3]$_DFFE_PP0P_",
final_timing,hold_ws,0.424,ns
synth,avgSynthCellArea,9.30,um^2
placed_design,gp_congestion,0.999,
critical_path,ff2ff_path_depth,18,
clock_network,root_buffer,"clkbuf_16",
placed_design,port-buffer-count,27,
synth,top_cells_by_area,"fa_1 39%, ha_1 14%, dfrtp_1 11%",
route,routedWlPerCell,24.6,um
cells_and_area,flop_area,7860,um^2
clock_network,cts.sinks,314,
placed_design,dp.cells,9620,
final_timing,relSlewSlack,30.8,%
die,die_w,384,um
route,routed_wl,238000,um
synth,synth_chip_area,73100,um^2
cells_and_area,mi_logic_area,56400,um^2
critical_path,r2r-end,"c[3][15]$_DFFE_PP0N_",
die,rows,139,
final_timing,finalSetupTns,0,ns
synth,yosys_warnings,4,
placed_design,placed_cell_area,75800,um^2
cells_and_area,layout-drive-gt1-share,5.81,%
final_timing,hold_viol,0,
critical_path,cp_max_fo,17,
job,warnings,30,
synth,synth_stat.cells,7863,
-- stage by stage --
stage	util, %	setup slack (ns)
after floorplan	-	3.58
after global placement	52.5	2.98
after detailed placement	52.5	2.96
after CTS	53.6	2.95
after global routing	53.6	2.52
final	53.6	2.87
-- kinds of logic (layout without fill, tap and decap cells) --
logic type               count (synthesis)  after routing  synth area share, %
buffers and inverters                 2364           2293                 12.2
adder cells (fa/ha/maj)               2247           2247                 53.0
AND/OR/NAND/NOR                       2157           2157                 15.5
AND-OR/OR-AND                          481            481                 4.34
flip-flops                             314            314                 10.7
multiplexers                           165            165                 2.53
XOR/XNOR                               135            135                 1.63
other                                    0              6                    0
-- layout by cell type, fill, tap and decap left out, types with 12 or more instances in the layout --
master,n
nor2b_1,17
inv_1,2004
a22oi_1,17
mux2_2,158
a221oi_1,13
nor2_1,66
and2_1,1161
dfrtp_1,312
o31ai_1,19
o21ai_0,116
ha_1,824
fa_1,1422
clkdlybuf4s50_1,27
a211oi_1,22
a31oi_1,33
nor3_1,13
o21a_1,34
nand3_1,14
a21oi_1,98
and3_1,15
buf_4,186
clkbuf_16,46
a21o_1,41
nand2b_1,12
xnor2_1,85
nand2_1,807
xor2_1,49
-- layout make-up --
cell class / count / share of cell area (%)
Antenna cell: 6 / 0.0194
Clock buffer: 59 / 1.65
Clock inverter: 16 / 0.309
Inverter: 2005 / 9.73
Multi-Input combinational cell: 5185 / 72.9
Sequential cell: 314 / 10.2
Tap cell: 1903 / 3.08
Timing Repair Buffer: 213 / 2.15
-- metal layers --
layer,part of all wire [%],GRT usage [%],vias up
met1,41,53.3,24900
met4,3.6,9.47,18
met5,0.26,3.28,-
met2,37,43.1,2781
li1,-,-,23000
met3,19,28.2,266
-- registers in the layout, indices dropped and copies added, names as in the netlist --
signal and count:
b 72, count 5, a 72, done 1, c 144, state 4
o 16
-- worst max-delay path, cell delays in order, from the launching register on --
cell	delay, ns
dfrtp_1	0.66
buf_4	0.45
nand2_1	0.14
fa_1	0.57
fa_1	0.44
fa_1	0.47
fa_1	0.55
inv_1	0.05
fa_1	0.49
fa_1	0.51
inv_1	0.05
fa_1	0.63
inv_1	0.09
ha_1	0.33
a21o_1	0.24
or4_1	0.54
and2_1	0.18
o2111ai_1	0.18
nand3_1	0.09
-- how the worst max path moves through the flow --
| stage | from | to | slack (ns) | cells past startpoint |
|---|---|---|---|---|
| final | b[0][3]$_DFFE_PP0P_ | c[3][15]$_DFFE_PP0N_ | 2.87 | 18 |
| after global routing | b[0][3]$_DFFE_PP0P_ | c[3][15]$_DFFE_PP0N_ | 2.52 | 20 |
| after CTS | a[0][5]$_DFFE_PP0P_ | c[0][13]$_DFFE_PP0N_ | 2.95 | 21 |
